`config.mk`:
```
export PLATFORM = sky130hd
export DESIGN_NAME = ALU
export DESIGN_NICKNAME = ALU
export VERILOG_FILES = /design/flow/design.v
export SDC_FILE = /design/flow/constraint.sdc
export NUM_CORES = 4
export LEC_CHECK = 1
export CORE_AREA = 10 10 111 111
export DIE_AREA = 0 0 121 121
```
`constraint.sdc`:
```
current_design ALU

set clk_period 3.9
set clk_io_pct 0.2

create_clock -name clk0 -period $clk_period [get_ports {clk}]

set non_clock_inputs [all_inputs -no_clocks]
set_input_delay [expr $clk_period * $clk_io_pct] -clock clk0 $non_clock_inputs
set_output_delay [expr $clk_period * $clk_io_pct] -clock clk0 [all_outputs]
```
`design.v`:
```
module ALU #(parameter Data_Width = 5) (
    input wire clk,
    input wire rst_n,           
    input wire ALU_en,          
    input wire Operand1_en,     
    input wire Operand2_en,     
    input wire signed [Data_Width - 1:0] Operand1,
    input wire signed [Data_Width - 1:0] Operand2,
    input wire [2:0] Operand1_op,    
    input wire [1:0] Operand2_op,    
    output reg signed [Data_Width:0] ALU_output
);
localparam  IDLE          = 2'b00,      
            Operand1_set  = 2'b01,      
            Operand2_set1 = 2'b10,      
            Operand2_set2 = 2'b11;       
localparam Operand1_set_ADD  = 3'b000,
           Operand1_set_SUB  = 3'b001,
           Operand1_set_XOR  = 3'b010,
           Operand1_set_AND1 = 3'b011,
           Operand1_set_AND2 = 3'b100,
           Operand1_set_XNOR = 3'b101,
           Operand1_set_OR   = 3'b110,
           Operand1_set_NULL = 3'b111;
localparam Operand2_set1_NAND  = 2'b00,
           Operand2_set1_ADD1  = 2'b01,
           Operand2_set1_ADD2  = 2'b10,
           Operand2_set1_NULL  = 2'b11;
localparam Operand2_set2_XOR           = 2'b00,
           Operand2_set2_XNOR          = 2'b01,
           Operand2_set2_DEC_Operand1  = 2'b10,
           Operand2_set2_INC_Operand2  = 2'b11;           
reg [1:0] state, next_state;
always @(posedge clk or negedge rst_n) begin
    if (~ rst_n)
        state <= IDLE;  
    else begin
        if (ALU_en) begin
            if (state == next_state) begin
                case ({Operand1_en,Operand2_en})
			2'b10: begin
                    			case (Operand1_op)                                        
                        			3'b000 : ALU_output <= Operand1 + Operand2;           
                        			3'b001 : ALU_output <= Operand1 - Operand2;           
                        			3'b010 : ALU_output <= {1'b0,Operand1 ^ Operand2};    
                        			3'b011 : ALU_output <= {1'b0,Operand1 & Operand2};    
                        			3'b100 : ALU_output <= {1'b0,Operand1 & Operand2};    
                        			3'b101 : ALU_output <= {1'b0,Operand1 | Operand2};   
                        			3'b110 : ALU_output <= {1'b0,Operand1 ~^ Operand2};    
                        			3'b111 : ALU_output <= ALU_output;                    
                    			endcase   
                		end
               		2'b01: begin
                    			case (Operand2_op)
                        			Operand2_set1_NAND : ALU_output <= {1'b0,~(Operand1 & Operand2)};                         
                        			Operand2_set1_ADD1 : ALU_output <= Operand1 + Operand2;                         
                        			Operand2_set1_ADD2 : ALU_output <= Operand1 + Operand2;                         
                        			Operand2_set1_NULL : ALU_output <= ALU_output;                         
                    			endcase
                		end
                	2'b11: begin
                    		case (Operand2_op)
                        		Operand2_set2_XOR         : ALU_output <= {1'b0,Operand1 ^ Operand2};                         
                        		Operand2_set2_XNOR        : ALU_output <= {1'b0,Operand1 ~^ Operand2};                         
                        		Operand2_set2_DEC_Operand1: ALU_output <= Operand1 - 1;                         
                        		Operand2_set2_INC_Operand2: ALU_output <= Operand2 + 2;                                  
                    		endcase
                	end
		endcase                                                                    
            end else state <= next_state;
        end else ALU_output <= ALU_output; 
    end 
end
always @(state or Operand1_en or Operand2_en) begin
    if (ALU_en) begin
        case(state)
                IDLE: begin
                    case({Operand1_en,Operand2_en})      				      
	2'b10  : next_state <= Operand1_set;				      
	2'b01  : next_state <= Operand2_set1;                     
	2'b11  : next_state <= Operand2_set2;                     
	default: next_state <= IDLE;                              
     endcase
                end
                Operand1_set: begin
                    case({Operand1_en,Operand2_en})      				      
	2'b10  : next_state <= Operand1_set;				      
	2'b01  : next_state <= Operand2_set1;                     
	2'b11  : next_state <= Operand2_set2;                     
	default: next_state <= IDLE;                              
     endcase
                end
                Operand2_set1: begin
                    case({Operand1_en,Operand2_en})      				      
	2'b10  : next_state <= Operand1_set;				      
	2'b01  : next_state <= Operand2_set1;                     
	2'b11  : next_state <= Operand2_set2;                     
	default: next_state <= IDLE;                              
     endcase
                end
                Operand2_set2: begin
                    case({Operand1_en,Operand2_en})      				      
	2'b10  : next_state <= Operand1_set;				      
	2'b01  : next_state <= Operand2_set1;                     
	2'b11  : next_state <= Operand2_set2;                     
	default: next_state <= IDLE;                              
     endcase
                end
        endcase
    end
    else
        next_state = IDLE;
end
always @(state) begin 
        case(state)
                IDLE: begin
                    ALU_output <= ALU_output;
                end
                Operand1_set: begin
                    case (Operand1_op)
                        Operand1_set_ADD: begin
                            ALU_output <= Operand1 + Operand2;                        
                        end 
                        Operand1_set_SUB: begin
                            ALU_output <= Operand1 - Operand2;                          
                        end
                        Operand1_set_XOR: begin
                            ALU_output <= {1'b0,Operand1 ^ Operand2};                         
                        end
                        Operand1_set_AND1: begin
                            ALU_output <= {1'b0,Operand1 & Operand2};                        
                        end
                        Operand1_set_AND2: begin
                            ALU_output <= {1'b0,Operand1 & Operand2};                          
                        end
                        Operand1_set_XNOR: begin
                            ALU_output <= {1'b0,Operand1 | Operand2};                         
                        end
                        Operand1_set_OR: begin
                            ALU_output <= {1'b0,Operand1 ~^ Operand2};                        
                        end                        
                        Operand1_set_NULL: begin
                            ALU_output <= ALU_output;                          
                        end                                           
                    endcase
                end
                Operand2_set1: begin
                    case (Operand2_op)
                        Operand2_set1_NAND: begin
                            ALU_output <= {1'b0,~(Operand1 & Operand2)};                         
                        end 
                        Operand2_set1_ADD1: begin
                            ALU_output <= Operand1 + Operand2;                         
                        end
                        Operand2_set1_ADD2: begin
                            ALU_output <= Operand1 + Operand2;                         
                        end
                        Operand2_set1_NULL: begin
                            ALU_output <= ALU_output;                         
                        end
                    endcase
                end
                Operand2_set2: begin
                    case (Operand2_op)
                        Operand2_set2_XOR: begin
                            ALU_output <= {1'b0,Operand1 ^ Operand2};                         
                        end
                        Operand2_set2_XNOR: begin
                            ALU_output <= {1'b0,Operand1 ~^ Operand2};                         
                        end
                        Operand2_set2_DEC_Operand1: begin
                            ALU_output <= Operand1 - 1;                         
                        end
                        Operand2_set2_INC_Operand2: begin
                            ALU_output <= Operand2 + 2;                         
                        end             
                    endcase                
                end
        endcase
    end
initial begin
    state = IDLE;
    ALU_output = 0;
end
endmodule
```
`run.sh`:
```
#!/bin/bash
# OpenROAD 26Q1-2900-gdf79404cd8, Yosys 0.63+post, stock flow scripts
make -C /OpenROAD-flow-scripts/flow DESIGN_CONFIG=/design/flow/config.mk WORK_HOME=/design/flow/orfs finish
```
==> impl_metrics.tcl <==
# yosys + openroad results
set metrics [dict create \
    top_cell_area_share 0.145 \
    haltStage "synthesis" \
    edf_count 6 \
    flop_cell "edfxtp_1" \
    yosys-top-cells-area "ha_1 15%, edfxtp_1 8.7%, o21ai_0 5.1%" \
    ys_ff 14 \
    synth-area-yosys_um2 2070 \
    top_area_cell "ha_1" \
    yosysCellCount 267 \
    yosys_warnings 1 \
    status "aborted with a tool error" \
    synth.distinct_cells 59 \
    synthArstFlopShare 0.143 \
    tool.error "ERROR: Found 6 problems in 'check -assert'." \
]
## cells by family after synthesis
| family | count (synthesis) | synth area share |
|---|---|---|
| flip-flops | 8 | 0.111 |
| AND-OR/OR-AND | 89 | 0.290 |
| adder cells (fa/ha/maj) | 26 | 0.164 |
| buffers and inverters | 37 | 0.0895 |
| latches | 6 | 0.0435 |
| multiplexers | 11 | 0.0574 |
| AND/OR/NAND/NOR | 85 | 0.222 |
| XOR/XNOR | 5 | 0.0212 |
## cells in the mapped netlist (all sizes together), types with 3 or more instances
library cell and number:
o32a 3, inv 22, o22ai 6, edfxtp 6, nor2 14, nand2 17, clkbuf 4, xor2 3
nand2b 7, dlxtn 6, mux2i 7, nand3b 4, o21ai 23, nor2b 10, a21oi 18, mux2 4
nor4 3, nor3 10, o21a 3, nand3 7, and2 4, nor3b 3, a211oi 9, buf 11
a31oi 4, ha 24
